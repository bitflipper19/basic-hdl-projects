File: design/flow/config.mk
export PLATFORM = sky130hd
export DESIGN_NAME = ripple_adder
export DESIGN_NICKNAME = ripple_adder
export VERILOG_FILES = /design/flow/design.v
export SDC_FILE = /design/flow/constraint.sdc
export NUM_CORES = 4
export LEC_CHECK = 1
export CORE_AREA = 10 10 70 70
export DIE_AREA = 0 0 80 80
File: design/flow/design.v
module full_adder(  
    output cout, 
    output sum,
    input a,
    input b,
    input Cin
);
    wire w1, w2, w3, w4;
    xor (w1, a, b), (sum, w1, Cin);
    and (w2, a, b), (w3, b, Cin), (w4, Cin, a);
    or (cout, w2, w3, w4);
endmodule
module ripple_adder(
    output carry,
    output [3:0] result,
    input [3:0] a,
    input [3:0] b,
    input Cin
);
    wire [3:0] w;
    full_adder f0(w[0], result[0], a[0], b[0], Cin);
    full_adder f1(w[1], result[1], a[1], b[1], w[0]);
    full_adder f2(w[2], result[2], a[2], b[2], w[1]);
    full_adder f3(w[3], result[3], a[3], b[3], w[2]);
    assign carry = w[3];
endmodule
File: design/flow/run.sh
#!/bin/bash
# OpenROAD 26Q1-2900-gdf79404cd8, Yosys 0.63+post, stock flow scripts
make -C /OpenROAD-flow-scripts/flow DESIGN_CONFIG=/design/flow/config.mk WORK_HOME=/design/flow/orfs finish
File: design/flow/constraint.sdc
current_design ripple_adder

set clk_period 2.3
set clk_io_pct 0.2

create_clock -name clk0 -period $clk_period

set non_clock_inputs [all_inputs -no_clocks]
set_input_delay [expr $clk_period * $clk_io_pct] -clock clk0 $non_clock_inputs
set_output_delay [expr $clk_period * $clk_io_pct] -clock clk0 [all_outputs]
==> out/metrics.json <==
{
  "layout-drive-gt1-share": {"value": 57.14, "unit": "%"},
  "run_status": {"value": "complete, but fails checks"},
  "sw_frac_of_total": {"value": 36.59, "unit": "%"},
  "num_vias": {"value": 115},
  "violations": {"value": "setup timing"},
  "yosys-stat-cells": {"value": 18},
  "maxSlewViolCount": {"value": 0},
  "critPathArrivalTime": {"value": 2.12, "unit": "ns"},
  "hold_end": {"value": "result[1]"},
  "timing_worst_setup_path_type": {"value": "input pin to output port"},
  "yosys-top-cells-area": {"value": "sky130_fd_sc_hd__fa_1, sky130_fd_sc_hd__inv_1, sky130_fd_sc_hd__buf_4"},
  "critPathCaptureType": {"value": "output port"},
  "placement_setup_slack": {"value": -0.9876, "unit": "ns"},
  "synth_cell_type_count": {"value": 3},
  "synth.yosys.seq_area_share": {"value": 0, "unit": "%"},
  "drt-vias-per-instance": {"value": 1.554},
  "row_count": {"value": 21},
  "power_per_cell_area": {"value": 184.5, "unit": "nW/um^2"},
  "postCtsSetupRepairBufs": {"value": 0},
  "logic_area": {"value": 90.09, "unit": "sq um"},
  "postLayoutCellArea": {"value": 312.8, "unit": "sq um"},
  "synth.yosys.chip_area": {"value": 147.6, "unit": "sq um"},
  "drt_iter0_markers": {"value": 1},
  "n_clock_buffer": {"value": 0},
  "top_cell_area_share": {"value": 54.24, "unit": "%"},
  "fin_util": {"value": 9.158, "unit": "%"},
  "antenna_violations_before_repair": {"value": 0},
  "finalHoldViolCount": {"value": 0},
  "p_int": {"value": 0.03660, "unit": "mW"},
  "numSequentialCells": {"value": 0},
  "final_critical_path_setup_slack": {"value": -0.2781, "unit": "ns"},
  "global_route.usage.total": {"value": 1.391, "unit": "%"},
  "largest_area_cell": {"value": "sky130_fd_sc_hd__fa_1"},
  "postRouteWirelength": {"value": 504, "unit": "um"},
  "dp_hpwl": {"value": 505.6, "unit": "um"},
  "drt_pre_antenna_iters": {"value": 2},
  "vdd.ir_drop.worst": {"value": 0.00001512, "unit": "V"},
  "combPwrFrac": {"value": 100.0, "unit": "%"},
  "chip_area": {"value": 6400, "unit": "sq um"},
  "port_buffers": {"value": 14},
  "crit_buf_inv": {"value": 6},
  "dpl_cell_area": {"value": 320.3, "unit": "sq um"},
  "finalSetupViolCount": {"value": 2},
  "clock_power_share": {"value": 0, "unit": "%"},
  "min_period_over_period": {"value": 112.1, "unit": "%"},
  "initial_core_util": {"value": 4.322, "unit": "%"},
  "finalWorstPathRequiredPeriod": {"value": 2.578, "unit": "ns"},
  "fillerInstances": {"value": 403},
  "gpl.final_weighted_congestion": {"value": 0.6648},
  "worst_path_most_repeated_cell": {"value": "sky130_fd_sc_hd__fa_2"},
  "global_route.overflow_total": {"value": 0},
  "fin_worst_hold_slack": {"value": 1.555, "unit": "ns"},
  "drc": {"value": 0},
  "seqPwrFrac": {"value": 0, "unit": "%"},
  "postSynthAreaPerCell": {"value": 8.202, "unit": "sq um"},
  "footprint_of_the_flip_flops_and_latches": {"value": 0, "unit": "sq um"},
  "timing.critical_path.from_type": {"value": "input pin"},
  "min_from": {"value": "b[1]"},
  "grt_max_degree": {"value": 2},
  "stage_log_warnings": {"value": 35},
  "pin_count": {"value": 14},
  "p_leak": {"value": 0.1382, "unit": "nW"},
  "grt_pass1_vias": {"value": 126},
  "grt_first_pass_wirelength": {"value": 662, "unit": "um"},
  "slew_headroom": {"value": 93.62, "unit": "%"},
  "syn2layout_area_growth": {"value": 111.9, "unit": "%"},
  "dieHeight": {"value": 80, "unit": "um"},
  "cp_top_family": {"value": "adder cells"},
  "drt-wirelength-per-cell": {"value": 6.811, "unit": "um"},
  "path_category_of_the_worst_min_delay_check": {"value": "input pin to output port"},
  "slew_of_the_pin_with_the_lowest_slew_margin": {"value": 0.09541, "unit": "ns"},
  "synth_cells": {"value": 18},
  "post_synth_instance_area": {"value": 147.6, "unit": "sq um"},
  "path_cells": {"value": "buf_6, inv_4, fa_2, inv_2, fa_2, fa_2, inv_2, fa_2, inv_2, buf_2"},
  "ant_nets": {"value": 0},
  "worst_ep_required_time": {"value": 1.84, "unit": "ns"},
  "synth_warnings": {"value": 0},
  "area_of_the_core": {"value": 3416, "unit": "sq um"},
  "fmax": {"value": 0.3879, "unit": "GHz"},
  "antenna_cells": {"value": 0},
  "min_delay_path_depth": {"value": 3},
  "p_switching": {"value": 0.02112, "unit": "mW"},
  "critical_path.slowest_cell": {"value": "sky130_fd_sc_hd__fa_2"},
  "maxCapViolCount": {"value": 0},
  "die_width": {"value": 80, "unit": "um"},
  "finalNonFillerCells": {"value": 74},
  "rsz0062_at_grt": {"value": "yes"},
  "critical_path.max_stage_delay": {"value": 0.42, "unit": "ns"},
  "placed_cells_incl_taps": {"value": 74},
  "critical_path.max_fanout": {"value": 1}
}
==> power groups by stage <==
| stage | Sequential (mW) | Clock (mW) | Combinational (mW) |
|---|---|---|---|
| finish | 0 | 0 | 0.0577 |
| global route | 0 | 0 | 0.0660 |
| CTS | 0 | 0 | 0.0606 |
==> cell usage after synthesis <==
| cell type | number |
|---|---|
| sky130_fd_sc_hd__buf_4 | 4 |
| sky130_fd_sc_hd__inv_1 | 10 |
| sky130_fd_sc_hd__fa_1 | 4 |
==> layer usage <==
layer  up-vias  global-route usage [%]  part of all wire, %
li1         60                       -                    -
met1        48                   1.134                   30
met3         0                   1.477                   24
met5         -                       0                    0
met2         7                   2.408                   46
met4         0                       0                    0
==> how the worst max path moves through the flow <==
stage,startpoint,depth (start not counted),end
CTS,Cin,10,result[3]
global route,Cin,10,result[3]
finish,Cin,10,result[3]
==> metrics by stage <==
step	power (mW)	setup TNS, ns
floorplan	0.03043	-0.1221
global placement	0.06643	-3.201
detailed placement	0.06706	-3.220
CTS	0.06064	-0.4675
global route	0.06597	-0.4227
finish	0.05772	-0.3095
==> timing repair <==
item	4_1_cts	5_1_grt
cloned	0	0
setup endpoints to repair	5	3
hold buffers	0	0
resized	33	0
pin swaps	4	3
==> placed cells by master (no fill, tap or decap) <==
master                            count
sky130_fd_sc_hd__buf_2                3
sky130_fd_sc_hd__inv_1                4
sky130_fd_sc_hd__clkdlybuf4s50_1      5
sky130_fd_sc_hd__dlygate4sd2_1        3
sky130_fd_sc_hd__fa_2                 4
sky130_fd_sc_hd__inv_4                1
sky130_fd_sc_hd__buf_6                3
sky130_fd_sc_hd__inv_2                5
==> cell type report <==
| class | instances | area share (%) |
|---|---|---|
| multi-input cells | 4 | 28.80 |
| inverters | 10 | 12.80 |
| well taps | 46 | 18.40 |
| repair buffers | 14 | 40.00 |
==> logic make-up (layout without fill, tap and decap cells) <==
group / after synthesis / after routing / share of synthesized area, %
adder cells (fa/ha/maj): 4 / 4 / 54.24
buffers and inverters: 14 / 24 / 45.77
Power and IR drop assume default switching activity.
