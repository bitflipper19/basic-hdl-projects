--- ./run.sh ---
#!/bin/bash
# OpenROAD 26Q1-2900-gdf79404cd8, Yosys 0.63+post, stock flow scripts
make -C /OpenROAD-flow-scripts/flow DESIGN_CONFIG=/design/flow/config.mk WORK_HOME=/design/flow/orfs finish
--- ./config.mk ---
export PLATFORM = sky130hd
export DESIGN_NAME = top
export DESIGN_NICKNAME = top
export VERILOG_FILES = /design/flow/design.v
export SDC_FILE = /design/flow/constraint.sdc
export NUM_CORES = 4
export LEC_CHECK = 1
export CORE_UTILIZATION = 30
--- ./constraint.sdc ---
current_design top

set clk_period 10.3
set clk_io_pct 0.2

create_clock -name clk0 -period $clk_period [get_ports {clk}]

set non_clock_inputs [all_inputs -no_clocks]
set_input_delay [expr $clk_period * $clk_io_pct] -clock clk0 $non_clock_inputs
set_output_delay [expr $clk_period * $clk_io_pct] -clock clk0 [all_outputs]
--- ./design.v ---
module comp(
    output gt, lt, eq,
    input [15:0] A, B
);
    assign gt = A>B;
    assign lt = A<B;
    assign eq = A==B;
endmodule
module controller(
    output reg ldA, ldB, sel1, sel2, sel_in, done,
    input gt, lt, eq, start, clk, rst
);
    reg [2:0] state; 
    localparam S0=3'b000, S1=3'b001, S2=3'b010, S3=3'b011,
               S4=3'b100, S5=3'b101, S6=3'b110;
    always @(posedge clk) begin
        if(rst) state<=S0;
        else case(state)
                S0: if(start) state<=S1;
                S1: state<=S2;
                S2: state<=S3;
                S3: begin
                    if(gt) state<=S4;
                    else if(lt) state<=S5;
                    else if(eq) state<=S6;
                end
                S4: state<=S3;
                S5: state<=S3;
                S6: state<=S6;
                default: state<=S0;
        endcase
    end
    always @(*) begin
        ldA=1'b0; ldB=1'b0; sel1=1'b0; sel2=1'b0; sel_in=1'b0; done=1'b0;
        if(!rst) case(state)
            S1: ldA=1'b1;
            S2: ldB=1'b1;
            S4: begin ldA=1'b1; sel1=1'b1; sel2=1'b0; sel_in=1'b1; end
            S5: begin ldB=1'b1; sel1=1'b0; sel2=1'b1; sel_in=1'b1; end
            S6: done=1'b1;
        endcase
    end
endmodule
module datapath(
    output gt, lt, eq,
    input [15:0] sys_bus,
    input ldA, ldB, sel1, sel2, sel_in, clk
);
    wire [15:0] bus, X, Y, m1_out, m2_out, S_out;
    pipo A (X, bus, ldA, clk);
    pipo B (Y, bus, ldB, clk);
    comp C0 (gt, lt, eq, X, Y);
    mux m1 (m1_out, sel1, X, Y);
    mux m2 (m2_out, sel2, X, Y);
    sub S0 (S_out, m1_out, m2_out);
    mux m3 (bus, sel_in, S_out, sys_bus);
endmodule
module mux(
    output [15:0] out,
    input sel,
    input [15:0] A, B
);
    assign out=sel? A: B;
endmodule
module pipo(
    output reg [15:0] out,
    input [15:0] in,
    input load, clk
);
    always @(posedge clk) begin
        if(load) out<=in;
    end
endmodule
module sub(
    output [15:0] out,
    input [15:0] A, B
);
    assign out=A-B;
endmodule
module top(
    output done,
    input [15:0] sys_bus,
    input start, clk, rst
);
    wire ldA, ldB, sel1, sel2, sel_in, gt, lt, eq;
    datapath path(
        .gt(gt),
        .lt(lt),
        .eq(eq),
        .sys_bus(sys_bus),
        .ldA(ldA),
        .ldB(ldB),
        .sel1(sel1),
        .sel2(sel2),
        .sel_in(sel_in),
        .clk(clk)
    );
    controller fsm(
        .ldA(ldA),
        .ldB(ldB),
        .sel1(sel1),
        .sel2(sel2),
        .sel_in(sel_in),
        .done(done),
        .gt(gt),
        .lt(lt),
        .eq(eq),
        .start(start),
        .clk(clk),
        .rst(rst)
    );
endmodule
==> reports/results.txt <==
global route overflow = 0
DRC Markers = 0
hold path startpoint = fsm.state[0]
Worst Hold Class = reg2reg
Die X = 99.2 um
dpl hpwl = 4160 um
Top Ports = 20
Synth flops = 39
final slew viol count = 0
core region area = 9200 um2
detailed-route vias per instance = 4.98
worst-case reg-to-reg path depth = 12
RR Endpoint = path.B.out[10]
Rows = 35
Area leader share = 0.339
cell taking the most area after synthesis = edfxtp_1
WL final = 5830 um
ys cells = 318
Peak supply drop = 0.0639 mV
MaxCap Viol Count = 0
layout overhead on the synthesized area = 15.6%
Synth Area per Inst = 8.90 um2
TritonCTS clock tree = yes
largest net degree at the start of global routing = 34
clk_skew = 0.00410 ns
hold buffer count at cts = 0
Final Wtd Congestion = 0.867
Seq share, synth = 0.389
CTS Root Buffer Type = clkbuf_8
main area contributors = edfxtp_1, ha_1, a21oi_1
Reg clk slew, reported paths = 0.08 ns
worst hold endpoint = fsm.state[0]
H-tree depth = 2
outcome = complete, no violations
DR vias = 2241
Worst Max-Slew Pin Slew = 0.491 ns
synth warn = 2
Setup CP Type = in2reg
initial antenna violation count = 0
setup TNS = 0 ns
Total Routing Usage GR = 0.129
CP max-delay cell = clkdlybuf4s50_1
routed len/inst = 13.0 um
Antenna Cells = 0
OpenROAD warning count = 25
clk sinks = 39
Bufs on Longest Clock Path = 2
Synth top cell by count = nand2_1
cycle use final = 0.519
RSZ-0062 raised after global routing = false
EDFF count, synth = 32
minimum clock period = 5.34 ns
Chip Area, Yosys = 2830 um2
worst r2r src = fsm.state[5]
CP cell instances = clkdlybuf4s50_1 -> nor2b_2 -> buf_4 -> mux2_2 -> ha_1 -> fa_1 -> nor2b_1 -> o21ai_1 -> a21boi_1 -> o221ai_1 -> o31ai_1 -> xnor2_1 -> o21ai_1
worst-skew pair later-pin latency = 0.29 ns
setup violators final = 0
vias in the first global route = 2208
most used flip-flop cell = edfxtp_1
Crit. End Element = register
DRT iter0 DRCs = 64
PwrDens = 105 nW/um2
number of buffers created by CTS = 5
PortBufs = 19
most frequent CP cell = o21ai_1
floorplan core density = 0.308
Final Hold Viols = 0
layout cell share with drive strength beyond 1 = 0.0649
cts repair resizes = 0
LEAKAGE = 0.00134 uW
CP peak stage delay = 0.58 ns
Critical Path Start Type = input port
Die Area = 9830 um2
hold depth = 2
Slew headroom = 0.672
crit path DRT = 10.33 ns
Post-synth top cells = nand2_1, edfxtp_1, ha_1
Mapped Area = 2830 um2
Async S/R FF share, synth = 0
Final ANT Viol Nets = 0
Post-Synthesis Cells = 318
Cell Type Count = 44
setup repair bufs after CTS = 0
Die Y = 99.2 um
f_max = 187 MHz
WP data arrival = 5.38 ns
first-pass GRT wire length = 9850 um
DR pass1 iterations = 4
setup slack, reg-to-reg = 6.89 ns
Overall Power = 344 uW
crit-path max FO = 30
[cell type report]
cell class                      instances  area, um2
Sequential cell                        39       1100
Timing Repair Buffer                   23        220
Clock buffer                            7        108
Fill cell                             937       5920
Multi-Input combinational cell        243       1600
Tap cell                              111        139
Clock inverter                          1       5.00
Inverter                               26       97.6
[sequential cells by signal, indices dropped and copies added, names as in the netlist]
signal / flops
fsm.state: 7
path.A.out: 16
path.B.out: 16
[per-layer routing]
layer,up-vias,routed length [um],track usage
met3,13,351,0.0407
met5,-,0,0
li1,1180,-,-
met4,0,140,0.0260
met2,58,2580,0.206
met1,990,2760,0.178
[cell usage in the layout, fill, tap and decap left out, types with 2 or more instances in the layout]
master	Yosys	routed
nand2_1	37	37
edfxtp_1	32	32
ha_1	31	31
nor2_1	29	29
a21oi_1	29	29
o21ai_0	29	29
inv_1	26	26
clkdlybuf4s50_1	0	19
a21o_1	9	9
nor2b_1	8	7
dfxtp_1	7	7
xnor2_1	6	6
clkbuf_8	0	6
nand4_1	5	5
xor2_1	5	5
o21ai_1	5	4
nand2b_1	4	4
o21a_1	4	4
o31ai_1	4	4
nor3b_1	4	4
buf_4	0	4
o21ai_2	2	3
or2_2	3	3
and4_1	3	3
a211oi_1	3	3
nand3_1	3	3
o21bai_1	2	2
[power breakdown]
part | internal, uW | switching, uW
clock network | 68.7 | 55.2
registers | 175 | 2.09
logic | 20.6 | 22.7
total | 264 | 80.0
[worst max-delay path, delay by kind of cell]
family                   cells  cell delay (ns)
buffers and inverters        2             0.89
AND-OR/OR-AND                5             0.96
AND/OR/NAND/NOR              2             0.31
XOR/XNOR                     1             0.16
multiplexers                 1             0.38
adder cells (fa/ha/maj)      2             0.62
[metrics by stage]
stage / cell area (um2) / instances / hold slack (ns) / setup WS, ns / utilization
5_1_grt: 3270 / 450 / 0.471 / 4.75 / 0.356
2_1_floorplan: 2830 / 318 / 0.426 / 5.38 / -
4_1_cts: 3270 / 450 / 0.460 / 4.94 / 0.356
3_3_place_gp: 3160 / 442 / 0.434 / 4.75 / 0.344
3_5_place_dp: 3160 / 442 / 0.453 / 4.69 / 0.344
6_report: 3270 / 450 / 0.457 / 4.96 / 0.356
[kinds of logic (layout without fill, tap and decap cells)]
logic type | count (synthesis) | in the layout | synth area share
AOI/OAI and AO/OA | 96 | 96 | 0.202
xor gates and xnor gates | 11 | 11 | 0.0340
adders and majority gates | 32 | 32 | 0.144
buffers and inverters | 36 | 57 | 0.0477
DFF | 39 | 39 | 0.389
muxes | 2 | 2 | 0.00751
and+or+nand+nor | 102 | 102 | 0.175
[worst max path at each step]
stage                 from        endpoint  depth (start not counted)
after CTS              rst            done                          3
final                  rst  path.B.out[10]                         13
after global routing   rst  path.A.out[10]                         13
Power is estimated from default activity; no workload was simulated.
