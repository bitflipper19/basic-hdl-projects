==> /design/flow/design.v <==
module cntr(
    output reg [15:0] out,
    input [15:0] in,
    input load, dec, clk
);
    always @(posedge clk) begin
        if(load) out<=in-1'b1;
        else if(dec) out<=out-1;
    end
endmodule
==> /design/flow/run.sh <==
#!/bin/bash
# OpenROAD 26Q1-2900-gdf79404cd8, Yosys 0.63+post, stock flow scripts
make -C /OpenROAD-flow-scripts/flow DESIGN_CONFIG=/design/flow/config.mk WORK_HOME=/design/flow/orfs finish
==> /design/flow/config.mk <==
export PLATFORM = sky130hd
export DESIGN_NAME = cntr
export DESIGN_NICKNAME = cntr
export VERILOG_FILES = /design/flow/design.v
export SDC_FILE = /design/flow/constraint.sdc
export NUM_CORES = 4
export LEC_CHECK = 1
export CORE_AREA = 10 10 91 91
export DIE_AREA = 0 0 101 101
==> /design/flow/constraint.sdc <==
current_design cntr

set clk_period 3.3
set clk_io_pct 0.2

create_clock -name clk0 -period $clk_period [get_ports {clk}]

set non_clock_inputs [all_inputs -no_clocks]
set_input_delay [expr $clk_period * $clk_io_pct] -clock clk0 $non_clock_inputs
set_output_delay [expr $clk_period * $clk_io_pct] -clock clk0 [all_outputs]
==> summary.txt <==
Synthesis and PnR results.

- The static leakage is about 0.54 nW.
- Setup repair after global routing left no endpoint under its margin.
- The H-tree level count reads 1.
- The first global-routing pass estimated 4899 um of wire.
- The total antenna diodes in the routed design is 0.
- For this block, the via count after detailed routing is 929.
- The average instance in the mapped netlist occupies 11.27 um^2.
- The count of pins over their slew limit reads 0.
- Along the worst path, the maximum fanout reaches 4.
- Before placement the cells fill between 10% and 20% of the core.
- After filler insertion, the fill cell instance count of the layout stands at 670.
- The post-synthesis compound-gate area fraction is between 5 and 6%.
- The synthesized netlist occupies a cell area of 1094 um^2.
- Summed over all layers, the global routing overflow is 0.
- The clock tree from TritonCTS reads done.
- The portion of netlist area occupied by mux cells reads 13.84%.
- The number of antenna violations at the first check in global routing is 0.
- Input and output buffers added on the ports amount to 34.
- The area of the core reads ~6300 um^2.
- The total length of routed wires is between 3000 and 4000 um.
- The flow ran to the end, and the final reports show no timing, DRC or antenna violations.
- The hold buffer count at CTS reads 0.
- The setup fix buffers added after clock tree synthesis reads 0.
- The routability congestion estimate from global placement is between 0.7 and 0.8.
- The average via count per standard cell is 4.341.
- Broken down by cell family, the worst path's largest delay share belongs to buffers and inverters.
- The final antenna-violating net count reads 0.
- The worst clock skew is 0.006079 ns.
- The total power divided by cell area reads 377.0 nW/um^2.
- The routed layout reports a DRC error count of 0.
- The critical path launch point type reads an input port.
- Clock tree synthesis inserted a total of 3 buffers.
- The worst path in the final design needs a cycle of 3.028 ns, including I/O delays and setup.
- No sink is reached through more buffers than the 2 on the longest clock path.
- The CTS log lists the clock sinks for this run as 16.
- The count of endpoints failing hold in the final timing report reads 0.
- The all-layer global routing usage is 6.007%.
- The most numerous logic cell after layout is sky130_fd_sc_hd__clkdlybuf4s50_1.
- The setup slack after placement is between 0.01 and 0.015 ns.
- The final sum of negative setup slack reads 0 ns.
- The largest net degree at the start of global routing is 35.
- The flip-flop and latch count after synthesis reads 16.
- The first detailed-routing pass took 4 iterations.
- Per the OpenROAD floorplan log, the area of the die is 10200 um^2.
- The half-perimeter wire length of the detailed placement result reads 2490 um.
- The number of flip-flops under the largest register name reads 16.
- Per the detailed placement report, the placed cell area equals 1553 um^2.
- Ranking logic cells in the layout by count gives the top entries sky130_fd_sc_hd__clkdlybuf4s50_1, sky130_fd_sc_hd__edfxtp_1, sky130_fd_sc_hd__mux2i_1, sky130_fd_sc_hd__xnor2_1.
- The worst setup path is captured at a register.
- The portion of the clock cycle consumed by the worst path in the final layout is between 90% and 100%.
- Gates resized during post-CTS repair numbered 0.
- Max-cap violations in this run came to 0.
- The simple-gate area share of the yosys netlist is 22.43%.
- The tally of unique sky130hd cells used after synthesis is 31.
- The registers reported with the highest flop counts are out x16.
- The summed standard-cell area reported by yosys reads between 1000 and 1500 um^2.
- The data arrival time of the critical path is approximately 3 ns.
- The die extent in x is around 100 um.
- The flow reports an fmax of roughly 0.33 GHz.
- The detailed router finished its first iteration with ~43 violations.
- The yosys warning tally is 1.
- For this design the top-level I/O count stands at 35.
- The analysis reports a worst IR drop on VDD of 172.7 uV.
- The main logic family after synthesis reads simple AND/OR/NAND/NOR gates.
- The worst-case max-slew headroom was logged as 61.79%.
- The latest clock arrival within the worst-skew pair reads 0.25 ns.
- The slew at the pin with the worst max-slew slack reads approximately 0.57 ns.
- The die is around 100 um tall.
- The area fraction in full adders, half adders and majority gates reads 1.144%.
- The final timing report gives a worst setup slack of 0.2722 ns.
- The post-route cell area reads around 1600 um^2.
- After detailed routing, the average wire length per cell comes to 14.71 um.
- The type of the worst setup path is in2reg.
- The number of buffer and inverter instances along the worst setup path is 2.
- The largest stage delay on the critical path is 0.53 ns.
- Between the synthesized netlist and the finished layout, the area growth was recorded as 46.11%.
- Checking hold timing, the worst path is listed with class reg2reg.
- The initialized floorplan defines 29 standard-cell rows.
- The number of global-route vias before repair is slightly above 900.
- Summing over the stages, the warning tally comes to 25.
- The xor and xnor area share after synthesis is 11.21%.
- The worst path required time reads 3.29 ns.
- The master of the slowest instance on the critical path reads sky130_fd_sc_hd__clkdlybuf4s50_1.
- The share of final-layout standard cells stronger than drive strength 1 reads 7.299%.
- CTS placed an instance of sky130_fd_sc_hd__clkbuf_8 at the clock tree root.
- The largest register by flop count is out.
- Sequential elements use 43.94% of the synthesized area.
- The number of setup violations in the final report is 0.
- The number of cells in the yosys synthesis report reads a little under 100.
- The gate count of the mapped netlist is 97.
- The clock transition time at the flip-flop clock pins of the worst setup and hold paths is approximately 0.070 ns.
- The signal on the critical path passes through clkdlybuf4s50_1 > mux2i_1 > ha_1 > or4bb_1 > a222oi_1 > buf_4 > nand3b_1 > xor2_1 > mux2i_1.
- The most numerous cell type found on the critical path is sky130_fd_sc_hd__mux2i_1.
cell type report:
type | count | area (um^2) | area share, %
clock inverter | 1 | 3.754 | 0.2349
sequential | 16 | 480.5 | 30.07
tap | 77 | 96.34 | 6.030
multi-input combinational | 77 | 594.3 | 37.20
timing repair buffer | 39 | 377.9 | 23.65
clock buffer | 3 | 41.29 | 2.584
inverter | 1 | 3.754 | 0.2349
synthesized netlist by cell type, drive strengths merged:
master  count  area [um^2]
a21o        1        7.510
or4b        2        20.02
xnor2       8        70.07
nand2       1        3.750
nor2        3        11.26
nor4        6        37.54
mux2i      14        140.1
or3         3        18.77
or2         1        6.260
ha          1        12.51
nand3       2        10.01
or4bb       1        11.26
o21ai       2        10.01
xor2        6        52.55
o22ai       1        6.260
inv         1        3.750
or4         2        15.01
buf         3        15.01
edfxtp     16        480.5
a222oi      1        10.01
mux2        1        11.26
nor3b       2        15.01
nor3        6        30.03
a21oi       1        5.000
or3b        2        17.52
and2        3        18.77
nand3b      2        15.01
o41ai       1        8.760
o211ai      2        15.01
nand2b      1        6.260
nor4b       1        8.760
metal layers:
layer,routed length [um],vias to the layer above,GRT usage (%)
met5,0,-,0
met4,20,0,0.5359
met3,231,2,2.218
met2,1422,32,9.140
met1,1474,438,8.323
li1,-,457,-
stage by stage:
| step | instances | power (W) | utilization (%) | hold WS (ns) |
|---|---|---|---|---|
| floorplan | 97 | 0.0003498 | - | 0.5765 |
| global route | 214 | 0.0006393 | 25.16 | 0.7145 |
| global placement | 210 | 0.0004578 | 24.45 | 0.6582 |
| finish | 214 | 0.0006023 | 25.16 | 0.6700 |
| CTS | 214 | 0.0006148 | 25.16 | 0.6898 |
| detailed placement | 210 | 0.0004569 | 24.45 | 0.6854 |
worst paths after layout:
check        slack (ns)  depth (start not counted)  endpoint   start
max                0.27                          9   out[12]    load
min                0.67                          1    out[0]  out[0]
max reg2reg        0.85                          8   out[12]  out[0]
min reg2reg        0.67                          1    out[0]  out[0]
logic make-up after synthesis:
kind of cell               count (synthesis)
and+or+nand+nor                           38
buffers and inverters                      4
DFF                                       16
AOI/OAI and AO/OA                          9
xor gates and xnor gates                  14
adders and majority gates                  1
muxes                                     15
power by group:
part	total (W)	switching, W	internal [W]	leakage (nW)
registers	0.000289	0.0000276	0.000261	0.163
logic	0.000161	0.0000581	0.000103	0.354
clock network	0.000152	0.0000697	0.0000825	0.0231
Power is estimated from default activity; no workload was simulated.
